[design/flow/design.v]
module ifu(
input logic clk,reset,
input [6:0] opcode,
output logic [31:0]  pc_ifu,
input [31:0] itype_imm_ifu,sbtype_imm_ifu,ujtype_imm_ifu,aluresult,rs1_ifu );
logic [31:0] pc; 
integer i;
initial pc =0;
always@(posedge clk) begin
if(aluresult == 32'b1 && opcode == 7'h63) 
pc = sbtype_imm_ifu + pc;
else if (opcode == 7'h6f) 
pc = pc + ujtype_imm_ifu;
else if (opcode == 7'h67) 
pc = rs1_ifu + itype_imm_ifu;
else 
pc <= pc+32'h4;
end
assign pc_ifu=pc;
endmodule
[design/flow/run.sh]
#!/bin/bash
# OpenROAD 26Q1-2900-gdf79404cd8, Yosys 0.63+post, stock flow scripts
make -C /OpenROAD-flow-scripts/flow DESIGN_CONFIG=/design/flow/config.mk WORK_HOME=/design/flow/orfs finish
[design/flow/config.mk]
export PLATFORM = sky130hd
export DESIGN_NAME = ifu
export DESIGN_NICKNAME = ifu
export VERILOG_FILES = /design/flow/design.v
export SDC_FILE = /design/flow/constraint.sdc
export NUM_CORES = 4
export LEC_CHECK = 1
export CORE_UTILIZATION = 40
[design/flow/constraint.sdc]
current_design ifu

set clk_period 14.2
set clk_io_pct 0.2

create_clock -name clk0 -period $clk_period [get_ports {clk}]

set non_clock_inputs [all_inputs -no_clocks]
set_input_delay [expr $clk_period * $clk_io_pct] -clock clk0 $non_clock_inputs
set_output_delay [expr $clk_period * $clk_io_pct] -clock clk0 [all_outputs]
==> CHANGELOG.md <==
## Flow update

* Count leader, synth: a21oi_1
* Yosys top cell by area: ha_1
* Chip area line of the yosys report at 6890 um2
* RSZ-0062 raised after global routing: false
* Top cells by area: ha_1, dfxtp_1, a21oi_1
* Clock Sinks at 32
* Drt via density at 5.56
* Crit end category: register
* I/O Pins at 201
* MUX share of area at 1.02%
* Post-Synth XOR/XNOR Area at ~12%
* Ys Warns at 1
* Library cells used by synthesis at 76
* Clk latency late pin at roughly 0.28 ns
* Post-cts sizing count at 0
* Hpwl dp at about 19000 um
* Synth top area share at 17.1%
* IO buf count at 199
* Routed WL at 22900 um
* Final hold vios at 0
* Placer Congestion at 0.926
* Number of enable flip-flop cells at 2
* First-pass GRT wire length at 37000 um
* Post-Syn Area at 6890 um2
* Critical Path Start Type: input port
* Skew final at 0.0101 ns
* Seq share, synth at approximately a tenth
* Final core occ at 55.4%
* WL per Instance at between 15 and 20 um
* H-tree levels at 2
* Ys cells at 970
* Die Ht at 133 um
* Max-cap check violation count at 0
* TNS Setup at 0 ns
* Data arrival time of the critical path at 6.04 ns
* Die ar. at 17700 um2
* And+or+nand+nor area frac at 22.1%
* Clk buf depth at 2
* Final antenna diode count at 0
* Most common reg cell: dfxtp_1
* Die width at 133 um
* Setup Fix Bufs, Post-CTS at 0
* Hold Crit Start: pc[2]$_DFF_P_
* Biggest regs: pc: 32 flops
* Post-Syn Instances at roughly 970
* Top non-seq family: AND-OR/OR-AND gates
* Post-Syn Area per Cell at 7.10 um2
* Crit path time final at 5.89 ns
* Cycle use final at 41.5%
* Req. time, crit path at 14.35 ns
* Via count at 7626
* Peak VDD IR at slightly above 0.07 mV
* OpenROAD warnings at 26
* Grt ovf at 0
* Clk pin slew, worst setup/hold paths at 0.06 ns
* Final ANT Viol Nets at 0
* TritonCTS Buffers at 5
* Max frequency at about 170 MHz
* Layout cells sized above 1 at 3.21%
* Residual DRC at 0
* FF-to-FF Start: pc[0]$_DFFE_PP_
* Row cnt at about 47
* Hold-fix buffer count after cts at 0
* Starting Density at just over 40%
* List of most frequent post-synthesis cells: a21oi_1, nand2_1, o21ai_0
* Core area at 16700 um2
* Detailed Route Iter0 Violations at slightly above 500
* Final Max Slew Viols at 0
* Drt pass-1 iters at 5
* Largest reg by FF count: pc
* Final-layout fill cell count at 1616
* Worst Hold Class: register to register
* Slew headroom at 50.4%
* Max reg flops at 32
* Adder Area Share at 18.0%
* CTS tree: done
* Vias in the first global route at a little over 7000
* Synth flops at 32
* Status: finished clean
* Area growth syn-to-layout at 34.3%
* Yosys aoi share at 33.8%
* Root Driver: clkbuf_16
* Setup-failing EPs final at 0
* Max FO, Critical Path at 4
* Pwr Density at 132 nW/um2
* Initial antenna violation count at 0
* Leakage at 3.76 nW
* GRT Total Usage at 26.5%
* Critical Path Source: itype_imm_ifu[0]
* Setup Crit Path Kind: input port to register
* Pin count of the biggest net entering global routing at 27
* Worst Max-Slew Pin Slew at 0.744 ns
* Post-synth ARST share at 0%
[critical path, stage by stage]
cell and delay [ns]:
clkdlybuf4s50_1 0.46, ha_1 0.20, inv_1 0.07, fa_1 0.39, nand2b_1 0.19, a21oi_1 0.22, o21a_1 0.24, o41a_1 0.27
a21oi_2 0.11, nor3_2 0.30, nand2_1 0.13, nand4_1 0.11, nor3b_1 0.36, a22oi_1 0.15
[metrics by stage]
stage | hold slack, ns | instance area (um2) | instances | total power [mW] | setup slack (ns)
5_1_grt | 0.705 | 9250 | 1371 | 1.34 | 7.99
6_report | 0.660 | 9250 | 1371 | 1.22 | 8.31
3_3_place_gp | 0.647 | 9080 | 1363 | 1.09 | 8.01
4_1_cts | 0.660 | 9250 | 1371 | 1.21 | 8.29
2_1_floorplan | 0.539 | 6890 | 970 | 0.804 | 9.04
3_5_place_dp | 0.645 | 9080 | 1363 | 1.08 | 8.01
[final timing paths]
| path | end | slack [ns] | cells past startpoint |
|---|---|---|---|
| setup reg to reg | pc[30]$_DFF_P_ | 10.89 | 13 |
| hold reg to reg | pc[2]$_DFF_P_ | 0.66 | 3 |
| setup / recovery | pc[28]$_DFF_P_ | 8.31 | 14 |
| hold / removal | pc[2]$_DFF_P_ | 0.66 | 3 |
[report_power, final]
group | switching [mW] | internal, mW
registers | 0.0793 | 0.126
clock network | 0.0406 | 0.0815
logic | 0.461 | 0.431
[layer usage]
layer / track usage [%] / share of wire, % / up-vias
met5: 0 / 0 / -
met4: 2.46 / 0.92 / 0
met3: 3.73 / 7.9 / 14
met2: 37.9 / 38 / 244
met1: 43.5 / 53 / 3359
li1: - / - / 4009
[layout make-up]
type | count | area [um2] | share of cell area (%)
multi-input cells | 883 | 6020 | 65.1
flip-flops and latches | 32 | 661 | 7.14
inverters | 22 | 82.6 | 0.893
well taps | 220 | 275 | 2.98
repair buffers | 206 | 2040 | 22.1
clock inverters | 3 | 37.5 | 0.406
clock buffers | 5 | 125 | 1.35
[logic make-up (layout without fill, tap and decap cells)]
| kind of cell | count (synthesis) | count (layout) |
|---|---|---|
| adders and majority gates | 97 | 97 |
| DFF | 32 | 32 |
| xor gates and xnor gates | 98 | 98 |
| muxes | 7 | 7 |
| AOI/OAI and AO/OA | 365 | 365 |
| buffers and inverters | 55 | 236 |
| and+or+nand+nor | 316 | 316 |
[placed cells by master, fill, tap and decap left out, types with 4 or more instances in the layout]
cell type,instances
xnor2_1,49
nor3_1,19
o211ai_1,14
nor2_1,68
nand3_1,32
a31oi_1,6
a211oi_1,17
and3_1,12
o22ai_1,7
a21oi_1,114
or3_1,7
a21o_1,35
inv_1,22
o21a_1,7
ha_1,94
clkbuf_16,5
buf_4,7
dfxtp_1,30
o31ai_1,6
xor2_1,49
mux2i_1,7
nand2_1,102
a211o_1,4
nand2b_1,12
nor2b_1,12
o21bai_1,10
clkdlybuf4s50_1,199
nand4_1,22
o21ai_0,95
nor4_1,11
No activity file was given, so power comes from the tool's default toggle rates.
