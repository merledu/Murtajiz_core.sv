File: flow/config.mk
export PLATFORM = sky130hd
export DESIGN_NAME = regfile
export DESIGN_NICKNAME = regfile
export VERILOG_FILES = /design/flow/design.v
export SDC_FILE = /design/flow/constraint.sdc
export NUM_CORES = 4
export LEC_CHECK = 1
export CORE_UTILIZATION = 30
File: flow/constraint.sdc
current_design regfile

set clk_period 6.7
set clk_io_pct 0.2

create_clock -name clk0 -period $clk_period [get_ports {clk_regfile}]

set non_clock_inputs [all_inputs -no_clocks]
set_input_delay [expr $clk_period * $clk_io_pct] -clock clk0 $non_clock_inputs
set_output_delay [expr $clk_period * $clk_io_pct] -clock clk0 [all_outputs]
File: flow/design.v
module regfile( 
input logic  clk_regfile , reset_regfile , regwrite_regfile ,
input logic [4:0] rd , rs1_i  , rs2_i , 
input logic [31:0] writedata,
output logic [31:0] rs1_o , rs2_o);
logic [31:0] registers [0:31] ; 
integer i;
initial begin 
for(i=0;i<32;i=i+1)
registers[i]=32'h0;
end
always @ (posedge clk_regfile ) begin
if (reset_regfile==1'b1) begin
for ( i=0 ; i<32 ; i=i+1)
registers[i] <= 32'b0; 
end
else begin
if(regwrite_regfile==1'b1) begin
if(rd==5'b0)
registers[rd] <= 32'b0;
else
registers[rd] <= writedata ; 
end
end
end
assign rs1_o = registers[rs1_i];
assign rs2_o = registers[rs2_i];
endmodule
File: flow/run.sh
#!/bin/bash
# OpenROAD 26Q1-2900-gdf79404cd8, Yosys 0.63+post, stock flow scripts
make -C /OpenROAD-flow-scripts/flow DESIGN_CONFIG=/design/flow/config.mk WORK_HOME=/design/flow/orfs finish
==> impl_metrics.csv <==
group,metric,value,unit
global_routing,grt_max_degree,73,
logic_synthesis,area_leaders,"edfxtp_1, mux2i_1, nor2_1, a22oi_1, a22o_1",
floorplan,die_y,424,um
placement,port_buffers,113,
global_routing,gr-usage-all-layers,0.230,
logic_synthesis,async_flop_share,0,
logic_synthesis,syn_inst,4640,
placement,gp_congestion,0.923,
power,p_total,15.9,mW
critical_path,crit_required,5.36,ns
critical_path,slowest_delay,0.77,ns
final_layout,largest-register,"registers",
floorplan,dieWidth,424,um
detailed_routing,drt-pass1-iter-count,5,
worst_hold_path,worstHoldStart,"writedata[7]",
logic_synthesis,yosysUniqueCellTypes,28,
detailed_routing,ant_nets,0,
timing,hold_ws,1.56,ns
timing,finalHoldViolCount,0,
global_routing,overflow,0,
final_layout,top_regs,"registers x1024",
global_routing,grt_pass1_wl,281000,um
final_layout,fillers,17041,
clock_tree,post_cts_resized,0,
final_layout,largest_reg_flops,1024,
final_layout,drive_gt1_frac,0.0952,
logic_synthesis,adder_share,0,
logic_synthesis,ys_seq_share,0.576,
clock_tree,postCtsHoldBufs,0,
critical_path,end_kind,"primary output",
clock_tree,h-tree-depth,3,
timing,fin_tns_setup,0,ns
floorplan,io_pins,114,
logic_synthesis,synthAoiAreaFrac,0.0736,
timing,setup_viol,0,
worst_hold_path,min_path_type,"in2reg",
clock_tree,clkTransAtPathRegs,0.06,ns
logic_synthesis,xor_share,0,
logic_synthesis,yosysWarningCount,1,
logic_synthesis,synth_top_cell_by_area,"edfxtp_1",
floorplan,fp-utilization,0.303,
clock_tree,cts_tree,"yes",
logic_synthesis,syn_area,53400,sq um
floorplan,die_area,180000,sq um
run,cap_viol_max_count,0,
timing,slew_viol_final,0,
worst_hold_path,worstHoldPathCells,4,
logic_synthesis,common_cells,"edfxtp_1, mux2i_1, nor2_1",
timing,max-slew-margin-rel,0.230,
clock_tree,cts_setup_buffers,0,
final_layout,area_delta_synth_final,15.0,%
critical_path,critical_path_class,"in2out",
detailed_routing,routed_via_density,5.49,
power,p_leak,22.1,nW
global_routing,antenna_found_initial,9,
timing,fin_crit,5.79,ns
timing,period_used_share,0.864,
floorplan,fp.coreArea,176000,sq um
critical_path,critPathBufInv,3,
critical_path,crit_top_cell,"clkdlybuf4s50_1",
detailed_routing,routed_wl,199000,um
placement,hpwl,115000,um
logic_synthesis,synth_top_area_share,0.576,
logic_synthesis,simple_gate_share,0.120,
clock_tree,cts.sink_count,1024,
detailed_routing,drtIter0Drc,3036,
logic_synthesis,ys_cells,4640,
critical_path,path_cells,"clkdlybuf4s50_1, nor2b_4, buf_4, a22o_1, nor3_1, a31oi_1, nand3_1, clkdlybuf4s50_1",
floorplan,row_count,154,
logic_synthesis,mux_area_frac,0.192,
clock_tree,cts_root_buffer,"clkbuf_16",
logic_synthesis,top_logic_kind,"multiplexers",
final_layout,stdcell_count,7095,
clock_tree,cts_buffers,115,
timing,rsz0062_at_grt,"false",
placement,dp_cells,6879,
logic_synthesis,yosys_area,53400,sq um
detailed_routing,drc_errors,0,
detailed_routing,via_count,38976,
logic_synthesis,synth_flops,1024,
critical_path,crit_family,"buffers and inverters",
critical_path,cp.arrival,4.45,ns
power,pwr_density_cell,258,nW/um^2
logic_synthesis,synth-edff-count,1024,
global_routing,grt_pass1_vias,39708,
timing,fmax,173,MHz
power,ir_worst_vdd,214,uV
critical_path,cp_max_fo,14,
run,tool_warnings,26,
status,status,"completed",
critical_path,cpMaxStageDelayCell,"nor2b_4",
logic_synthesis,syn_avg_cell_area,11.5,sq um
timing,worst_pin_slew,1.15,ns
clock_tree,clockBufferDepth,3,
worst_hold_path,min_to,"registers[15][7]$_SDFFCE_PN0P_",
detailed_routing,routedWlPerCell,28.1,um
logic_synthesis,ys.flop_type,"edfxtp_1",
critical_path,startpoint_type,"input port",
how the worst max path moves through the flow:
stage / startpoint / slack, ns / cells after the start / to
6_report: rs1_i[0] / 0.91 / 8 / rs1_o[20]
5_1_grt: rs1_i[0] / 0.83 / 8 / rs1_o[20]
4_1_cts: rs1_i[0] / 1.03 / 9 / rs1_o[19]
cells by family after synthesis:
family | Yosys count
buffers and inverters | 448
other | 1
multiplexers | 1024
AND/OR/NAND/NOR | 1566
AND-OR/OR-AND | 577
flip-flops | 1024
metrics by stage:
| step | worst slack, ns | utilization | cell area [sq um] |
|---|---|---|---|
| 2_1_floorplan | 2.86 | - | 53500 |
| 3_3_place_gp | 1.05 | 0.327 | 57700 |
| 3_5_place_dp | 1.05 | 0.327 | 57700 |
| 4_1_cts | 1.03 | 0.348 | 61400 |
| 5_1_grt | 0.829 | 0.348 | 61400 |
| 6_report | 0.914 | 0.348 | 61400 |
layout by cell type (no fill, tap or decap), types with 35 or more instances in the layout:
cell             synthesis  layout
a21oi_1                192     192
a22o_1                 128     128
a22oi_1                192     192
a31oi_1                 64      64
buf_4                   52     170
clkbuf_16                0     117
clkdlybuf4s50_1          0     111
edfxtp_1              1024    1024
mux2i_1               1024    1024
nand2_1                258     225
nand2b_2                 0      35
nand3_1                192     192
nor2_1                 995     993
nor3_1                  64      64
layer usage:
layer	part of all wire	vias to the layer above	track usage
met5	0.0024	-	0.0185
met4	0.059	18	0.109
met3	0.15	566	0.138
met2	0.45	2564	0.342
met1	0.34	18838	0.263
li1	-	16990	-
report_power, final:
part / internal [mW] / total, mW / switching [mW]
logic: 0.696 / 1.91 / 1.22
clock network: 3.75 / 6.37 / 2.62
registers: 7.39 / 7.56 / 0.167
total: 11.8 / 15.9 / 4.01
cell type report:
| type | instances | area, sq um | area share |
|---|---|---|---|
| Antenna cell | 7 | 17.5 | 0.000285 |
| Clock buffer | 140 | 3010 | 0.0491 |
| Clock inverter | 69 | 744 | 0.0121 |
| Multi-Input combinational cell | 3199 | 20900 | 0.340 |
| Sequential cell | 1024 | 30700 | 0.500 |
| Tap cell | 2340 | 2930 | 0.0476 |
| Timing Repair Buffer | 316 | 3080 | 0.0501 |
worst min-delay path: stages:
cell and delay (ns):
clkdlybuf4s50_1 0.45, nand2_1 0.04, buf_4 0.22, nor2_1 0.11
Power is estimated from default activity; no workload was simulated.
