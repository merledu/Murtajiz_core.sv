==> design/flow/design.v <==
module alu (
input logic [5:0] ALU_Control,
input logic [31:0] operand_A,operand_B,
input logic [4:0] shamt,
output logic [31:0] ALU_result);
assign shamt = operand_B[4:0];
always_comb begin 
   ALU_result= 
            (ALU_Control == 6'b000_000)? operand_A + operand_B:                 
            (ALU_Control == 6'b001_000)? operand_A - operand_B:                 
            (ALU_Control == 6'b000_100)? operand_A ^ operand_B:                 
            (ALU_Control == 6'b000_110)? operand_A | operand_B:                 
            (ALU_Control == 6'b000_111)? operand_A & operand_B:                 
            (ALU_Control == 6'b000_010)? {31'b0,operand_A < operand_B}:                 
            (ALU_Control == 6'b000_011)? {31'b0,operand_A < operand_B}:                 
            (ALU_Control == 6'b000_001)? operand_A << shamt:                    
            (ALU_Control == 6'b000_101)? operand_A >> shamt:                    
            (ALU_Control == 6'b001_101)? operand_A >> shamt:                    
            (ALU_Control == 6'b111_111)? operand_A:                             
            (ALU_Control == 6'b010_000)? {31'b0,operand_A == operand_B}:              
            (ALU_Control == 6'b010_001)? {31'b0,operand_A != operand_B}:              
            (ALU_Control == 6'b010_100)? {31'b0,operand_A < operand_B}:               
            (ALU_Control == 6'b010_101)? {31'b0,operand_A >= operand_B}:              
            (ALU_Control == 6'b010_110)? {31'b0,operand_A < operand_B}:               
            (ALU_Control == 6'b010_111)? {31'b0,operand_A >= operand_B}: 32'b0;           
end
endmodule 
==> design/flow/run.sh <==
#!/bin/bash
# OpenROAD 26Q1-2900-gdf79404cd8, Yosys 0.63+post, stock flow scripts
make -C /OpenROAD-flow-scripts/flow DESIGN_CONFIG=/design/flow/config.mk WORK_HOME=/design/flow/orfs finish
==> design/flow/config.mk <==
export PLATFORM = sky130hd
export DESIGN_NAME = alu
export DESIGN_NICKNAME = alu
export VERILOG_FILES = /design/flow/design.v
export SDC_FILE = /design/flow/constraint.sdc
export NUM_CORES = 4
export LEC_CHECK = 1
export CORE_UTILIZATION = 30
==> design/flow/constraint.sdc <==
current_design alu

set clk_period 17.3
set clk_io_pct 0.2

create_clock -name clk0 -period $clk_period

set non_clock_inputs [all_inputs -no_clocks]
set_input_delay [expr $clk_period * $clk_io_pct] -clock clk0 $non_clock_inputs
set_output_delay [expr $clk_period * $clk_io_pct] -clock clk0 [all_outputs]
==> results.ini <==
[status]
flow.stopped_at = synthesis
result_of_the_run = stopped before the end
stop_error = ERROR: Found 5 problems in 'check -assert'.

[logic_synthesis]
yosys.area_share.adder = 0.1475
ys_seq_frac = 0
top_cells_by_area = sky130_fd_sc_hd__ha_1, sky130_fd_sc_hd__mux2i_1, sky130_fd_sc_hd__a21oi_1
synth-area-yosys_um2 = 8502
post-synth-top-area-cell = sky130_fd_sc_hd__ha_1
top_cell_area_share = 0.1428
proportion_of_synthesized_area_in_mux_cells = 0.1642
synth-xor-area-share = 0.01236
yosys.area_share.simple = 0.1974
aoi_share = 0.3832
synth_cell_count_leaders = sky130_fd_sc_hd__nor2_1, sky130_fd_sc_hd__a21oi_1, sky130_fd_sc_hd__nand2_1, sky130_fd_sc_hd__ha_1, sky130_fd_sc_hd__inv_1
yosysWarningCount = 1
ys_cells = 1271
post-synth-top-count-cell = sky130_fd_sc_hd__nor2_1
netlist_logic_family_top = AND-OR/OR-AND gates
synth.lib_cells_used.distinct = 90

cell families after synthesis:
kind of cell,after synthesis
xor gates and xnor gates,12
muxes,110
and+or+nand+nor,370
adders and majority gates,99
buffers and inverters,202
AOI/OAI and AO/OA,478
